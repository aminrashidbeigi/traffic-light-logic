<file path="design/flow/design.v">
module nBitCounter(count, clk, rst_n,stop_v,max_num);
  parameter n = 7;
  output reg [n:0] count;
  input clk;
  input rst_n;
  input stop_v;
  input [n:0] max_num;
  initial
    count = 90;
  always @(posedge clk or negedge rst_n)
    if (!rst_n)
      count = max_num;
    else if (!(count[0] || count[1] || count[2] || count[3] || count[4] || count[5] || count[6] || count[7]))
      #20 count = max_num;
    else if (!stop_v)
      count = count - 1;
endmodule
module nBitCounter_1(count, clk, rst_n,stop_v,max_num);
  parameter n = 7;
  output reg [n:0] count;
  input clk;
  input rst_n;
  input stop_v;
  input [n:0] max_num;
  initial
    count = 90;
  always @(posedge clk or negedge rst_n)
    if (!rst_n)
      count = max_num;
    else if (!stop_v && (count[0] || count[1] || count[2] || count[3] || count[4] || count[5] || count[6] || count[7]))
      count = count - 1;
endmodule
module mux3( A_light , B_light , num_1 , num_2 , num_3 , num_4 , q );
input A_light , B_light;
input [7:0] num_1,num_2,num_3,num_4;
output [7:0] q;
reg [7:0] q;
wire A_light , B_light;
wire [7:0] num_1,num_2,num_3,num_4;
initial
    q = 89;
always @(A_light or B_light)
begin
   if( A_light && B_light)
      q = num_4;
   if( A_light && !B_light)
      q = num_2;
   if( !A_light && B_light)
      q = num_3;
   if( !A_light && !B_light)
      q = num_1;
end
endmodule
module binaryToBCD(number, hundreds, tens, ones);
   input  [7:0] number;
   output reg [3:0] hundreds;
   output reg [3:0] tens;
   output reg [3:0] ones;
   reg [19:0] shift;
   integer i;
   always @(number)
   begin
      shift[19:8] = 0;
      shift[7:0] = number;
      for (i=0; i<8; i=i+1) begin
         if (shift[11:8] >= 5)
            shift[11:8] = shift[11:8] + 3;
         if (shift[15:12] >= 5)
            shift[15:12] = shift[15:12] + 3;
         if (shift[19:16] >= 5)
            shift[19:16] = shift[19:16] + 3;
         shift = shift << 1;
      end
      hundreds = shift[19:16];
      tens     = shift[15:12];
      ones     = shift[11:8];
   end
endmodule
module stateMachine (R, A, B, CLK, RST, Counter,CounterValue,  A_TIME_L, A_TIME_H, B_TIME_L, B_TIME_H, A_LIGHT, B_LIGHT, TEMP);
	input R, A, B, CLK, RST, Counter;
	input[7:0] CounterValue;
  	output [3:0] A_TIME_L;
	output [3:0] A_TIME_H;
	output [3:0] B_TIME_L;
	output [3:0] B_TIME_H;
	output A_LIGHT , B_LIGHT;
	wire [3:0] A_TIME_L;
	wire [3:0] A_TIME_H;
	wire [3:0] B_TIME_L;
	wire [3:0] B_TIME_H;
	reg A_LIGHT , B_LIGHT;
	reg [3:0] presentState, nextState;
	output[3:0] TEMP;
	wire[3:0] TEMP;
	parameter S0 = 3'b000 , S1 = 3'b001 , S2 = 3'b010, S3 = 3'b011, S4 = 3'b100, S5 = 3'b101;
  always @ (posedge CLK or posedge RST)
      if (RST) presentState = S0;
		else presentState = nextState;
	always @ (presentState or Counter or R)
		begin
          if(R) nextState = S0;
			if(~R && A && ~B) nextState = S2;
			if(~R && ~A && B) nextState = S3;
			case (presentState)	
				S0:
					begin
						if (~R && ~A && ~B && ~Counter)
							nextState = S0;
						else if (~R && ~A && ~B && Counter)
							nextState = S5;
					end
				S1:
					begin
						if (~R && ~A && ~B && ~Counter)
							nextState = S1;
						else if (~R && ~A && ~B && Counter)
							nextState = S4;
					end
				S2:
					begin
						if (~R && ~A && ~B)
							nextState = S2;
					end
				S3:
					begin
						if (~R && ~A && ~B)
							nextState = S3;
					end
				S4:
					begin
						if (~R && ~A && ~B && ~Counter)
							nextState = S4;
						else if (~R && ~A && ~B && Counter)
							nextState = S0;
					end
				S5:
					begin
						if (~R && ~A && ~B && ~Counter)
							nextState = S5;
						else if (~R && ~A && ~B && Counter)
							nextState = S1;
					end
			endcase
		end
 	binaryToBCD bbcd1 (CounterValue, TEMP, A_TIME_L, A_TIME_H);
	binaryToBCD bbcd2 (CounterValue, TEMP, B_TIME_L, B_TIME_H);
	always @ (presentState or Counter)
		begin
			case(presentState)
				S0:
					begin
						A_LIGHT <= 1;
						B_LIGHT <= 0;
					end
				S1:
					begin
						A_LIGHT <= 0;
						B_LIGHT <= 1;
					end
				S2:
					begin
						A_LIGHT <= 1;
						B_LIGHT <= 0;
					end
				S3:
					begin
						A_LIGHT <= 0;
						B_LIGHT <= 1;
					end
				S4:
					begin
						A_LIGHT <= 0;
						B_LIGHT <= 0;
					end	
				S5:
					begin
						A_LIGHT <= 0;
						B_LIGHT <= 0;
					end
			endcase
		end
endmodule
module nBitCounter_TB;
   reg clk;
   reg rst_n;
   reg rst_t;
   reg stop_v;
   reg stop_t;
   reg Counter;
   reg A_T;
   reg B_T;
   reg A_L;
   reg B_L;
   wire A_Light,B_Light;
   reg R, A, B,RST;
   reg [7:0] num_1;
   reg [7:0] num_2;
   reg [7:0] num_3;
   reg [7:0] num_4;
   reg [7:0] traffic_num;
   reg [7:0] number;
   wire[3:0] A_TIME_L, A_TIME_H, B_TIME_L, B_TIME_H,TEMP, hundreds, tens, ones;
   wire [7:0] count;
   wire [7:0] count_t;
   wire [7:0] max_num;
   mux3 time_counter ( A_L , B_L , num_1 , num_2 , num_3 , num_4 , max_num );
   nBitCounter uut (count,clk,!R,stop_v,max_num);
   nBitCounter_1 traffic_counter (count_t,clk,rst_t,stop_t,traffic_num);
   stateMachine sm (R, A, B, clk, RST, Counter,count, A_TIME_L, A_TIME_H, B_TIME_L, B_TIME_H, A_Light, B_Light, TEMP);
	 binaryToBCD sms (number, hundreds, tens, ones);
   initial begin
      number = 8'b00001111;
			RST = 0;
      R = 0;
			B = 0;
			A = 0;
			num_1 = 4;
      num_2 = 89;
      num_3 = 29;
      num_4 = 9;
      Counter = 0;
      A_L = 1;
      B_L = 0;
      A_T = 0;
      B_T = 0;
      A_L=0;
      A_L=1;
      rst_t = !((A_L && !A_T)||(B_L && !B_T));
      clk = 0;
      rst_n = 1;
      stop_v = 0; 
      stop_t = 0;
      traffic_num = 10;
			#1 RST = 1;
     	#1 RST = 0;
     	#3000 A = 1;
     	#500 R = 1;
     	A=0;
     	#20 R = 0;
     	#3000 B = 1;
     	#500 B =0;
     	R=1;
     	#20 R = 0;
     	#200 A_T = 1;
     	#400 A_T = 0;
   end
   always@(A_Light)
      A_L = A_Light;
   always@(B_Light)
      B_L = B_Light;
   always@(count)
      Counter = !(count[0] || count[1] || count[2] || count[3] || count[4] || count[5] || count[6] || count[7]);
   always@(Counter)
      #20 Counter = 0;
   always@(count_t)
      stop_v = !(count_t[0] || count_t[1] || count_t[2] || count_t[3] || count_t[4] || count_t[5] || count_t[6] || count_t[7]);
   always@(A_T or A_L or B_T or B_L)
      rst_t = !((A_L && !A_T)||(B_L && !B_T));
   always
      #10 clk = !clk;
endmodule
</file>
<file path="design/flow/run.sh">
#!/bin/bash
# OpenROAD 26Q1-2900-gdf79404cd8, Yosys 0.63+post, stock flow scripts
make -C /OpenROAD-flow-scripts/flow DESIGN_CONFIG=/design/flow/config.mk WORK_HOME=/design/flow/orfs finish
</file>
<file path="design/flow/config.mk">
export PLATFORM = sky130hd
export DESIGN_NAME = stateMachine
export DESIGN_NICKNAME = stateMachine
export VERILOG_FILES = /design/flow/design.v
export SDC_FILE = /design/flow/constraint.sdc
export NUM_CORES = 4
export LEC_CHECK = 1
export CORE_AREA = 10 10 96 96
export DIE_AREA = 0 0 106 106
</file>
<file path="design/flow/constraint.sdc">
current_design stateMachine

set clk_period 6.1
set clk_io_pct 0.2

create_clock -name clk0 -period $clk_period [get_ports {CLK}]

set non_clock_inputs [all_inputs -no_clocks]
set_input_delay [expr $clk_period * $clk_io_pct] -clock clk0 $non_clock_inputs
set_output_delay [expr $clk_period * $clk_io_pct] -clock clk0 [all_outputs]
</file>
==> results.py <==
# Synthesis and PnR figures
metrics = {
    "outcome": {
        "status": "finished, violations left",
        "violations": "negative setup slack",
    },
    "global_routing": {
        "grt_max_degree": 12,
        "grt_pass1_vias": 1574,
        "gr-usage-met2": 0.1162,
        "busiest_layer": "met2",
        "globalRouteTotalUtil": 0.06922,
        "antenna_found_initial": 0,
        "gr-usage-met1": 0.09585,
        "grt_util_met3": 0.01284,
        "grt-ovfl-total": 0,
        "grt_pass1_wl_um": 6955,
    },
    "yosys": {
        "flop_cell": "dlxtn_1",
        "avgSynthCellArea_um2": 8.041,
        "synth_area_leader_cell": "ha_1",
        "synth_area_mm2": 0.001488,
        "edf_count": 0,
        "synth.area.top_cells": "ha_1 (8.4%), dfrtp_1 (6.7%), dlxtn_1 (6.1%), buf_4 (5.6%), mux2i_1 (4.0%)",
        "yosysWarnings": 10,
        "yosys_area_mm2": 0.001488,
        "ys_cells": 185,
        "synth_cell_type_count": 69,
        "synth_flops": 10,
        "common_cells": "nor2_1 (14), inv_1 (13), a21oi_1 (11), buf_4 (11), ha_1 (10)",
        "postSynthCellCount": 185,
        "synth_top_area_share": 0.08410,
        "async_flop_share": 0.4000,
        "yosysMostFrequentCell": "nor2_1",
    },
    "routing": {
        "drt-total-wl_um": 4246,
        "drc_errors": 0,
        "firstDrtPassIters": 4,
        "final_antenna_net_count": 0,
        "vias_per_cell": 4.597,
        "wl_per_cell_um": 11.32,
        "drt_iter0_markers": 52,
        "diodes": 0,
        "via_count": 1724,
    },
    "clock_network": {
        "h-tree-depth": 1,
        "hold_buffers": 0,
        "tritoncts": "built",
        "cts_root_buffer": "clkbuf_8",
        "numCtsBuffers": 3,
        "clkTransAtPathRegs_ps": 30,
        "clockBufferDepth": 2,
    },
    "placement": {
        "gp_congestion": 0.8808,
        "placed_area_mm2": 0.002261,
        "io_buffer_count": 30,
        "dp_hpwl_um": 3146,
        "dpl.cell_count": 347,
    },
    "critical_path": {
        "cp.depth": 24,
        "crit_family": "AND-OR/OR-AND gates",
        "cp.arrival_ps": 5180,
        "max_stage_delay_ps": 300,
        "worstPathCellList": "buf_8 > clkinvlp_4 > ha_4 > inv_2 > ha_4 > a21oi_4 > xnor2_2 > ha_2 > and2b_2 > nor3_4 > o31a_1 > or2_4 > ha_4 > nand2b_4 > or2_4 > mux2_4 > a211oi_4 > buf_6 > nor2_4 > buf_6 > buf_6 > mux2_4 > o211a_1 > buf_2",
        "crit_path_end_kind": "output pin",
        "critPathSlowestCell": "mux2_4",
        "critPathRequiredTime_ps": 4880,
        "startpoint_type": "input port",
        "critPathKind": "input port to output pin",
        "cp_num_buf_inv": 7,
        "cp_max_fo": 3,
    },
    "timing": {
        "finalClockPeriodUsage": 1.050,
        "maxSlewViolCount": 0,
        "setup_viol": 15,
        "whs_ps": 1198,
        "unclocked_pins": 6,
        "untimed_endpoints": 12,
        "timing.final.ws_setup_ps": -304.6,
        "min_period_ps": 6405,
        "rsz0062_at_grt": "true",
        "fmax_ghz": 0.1561,
        "finalHoldViolations": 0,
    },
    "floorplan": {
        "die-height_um": 106,
        "core_mm2": 0.007214,
        "die_w_um": 106,
        "num_rows": 31,
        "chipArea_mm2": 0.01124,
        "fp_util": 0.2062,
        "ios": 36,
    },
    "cells_and_area": {
        "final_cell_area_mm2": 0.002749,
        "nFillCells": 706,
        "drive_above_1_share": 0.5870,
        "syn2layout_area_growth_pct": 84.78,
        "final_cells": 375,
    },
    "job": {
        "max_cap_violations": 0,
        "warnings": 32,
    },
    "power_and_ir_drop": {
        "irDropWorstVdd_v": 0.0002333,
        "finalPower_uw": 584.0,
        "p_leak_uw": 0.001169,
        "powerDensity_mw_per_mm2": 212.4,
    },
    "min_path": {
        "hold_path_class": "input port to asynchronous set/reset pin",
    },
}
## layout make-up
class | instances | area (um^2) | area share
well taps | 99 | 123.9 | 0.04506
inverters | 13 | 56.30 | 0.02048
flip-flops and latches | 10 | 190.2 | 0.06919
multi-input cells | 148 | 1515 | 0.5512
repair buffers | 102 | 822.0 | 0.2990
clock buffers | 3 | 41.29 | 0.01502
## cells by family after synthesis
| kind of cell | synth area share |
|---|---|
| latches | 0.06056 |
| and+or+nand+nor | 0.2288 |
| other | 0.002521 |
| AOI/OAI and AO/OA | 0.3331 |
| buffers and inverters | 0.1085 |
| xor gates and xnor gates | 0.04206 |
| DFF | 0.06729 |
| adders and majority gates | 0.08410 |
| muxes | 0.07317 |
## layer usage
layer | wire (um) | part of all wire
met5 | 0 | 0
met4 | 0 | 0
met3 | 196 | 0.046
met2 | 1987 | 0.47
met1 | 2062 | 0.49
## metrics by stage
| stage | TNS (ps) | utilization | setup slack, ps |
|---|---|---|---|
| after floorplan | -2218 | - | -285.3 |
| final | -2789 | 0.3810 | -304.6 |
| after detailed placement | -17170 | 0.3134 | -1140 |
| after CTS | -2690 | 0.3528 | -277.0 |
| after global placement | -16160 | 0.3134 | -1057 |
| after global routing | -5553 | 0.3810 | -457.3 |
## placed cells by master (no fill, tap or decap), types with 5 or more instances in the layout
cell type,instances
ha_4,7
clkdlybuf4s50_1,11
buf_6,16
mux2i_1,5
inv_1,8
o21ai_0,5
dlxtn_1,6
buf_2,15
nor2_1,11
buf_4,57
o21ai_1,6
a21oi_1,8
## timing repair
action	4_1_cts	5_1_grt
setup endpoints to repair	16	16
setup buffers	16	9
pin swaps	28	14
gates cloned	0	0
gates resized	102	29
## state kept, by name, indices dropped and copies added (netlist names)
register	cells
A_LIGHT	1
B_LIGHT	1
nextState	4
presentState	4
## final timing paths
check / to / from
max: A_TIME_L[0] / CounterValue[6]
min: presentState[2] / RST
max in group asynchronous: presentState[1] / RST
min in group clk0: A_TIME_H[0] / CounterValue[0]
## report_power, final
| group | switching, uW | internal [uW] |
|---|---|---|
| sequential | 0.416 | 28.1 |
| clock | 12.2 | 41.9 |
| combinational | 217 | 284 |
| total | 230 | 354 |
